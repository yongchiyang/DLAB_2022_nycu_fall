**flow/run.sh**
```bash
#!/bin/bash
# OpenROAD 26Q1-2900-gdf79404cd8, Yosys 0.63+post, stock flow scripts
make -C /OpenROAD-flow-scripts/flow DESIGN_CONFIG=/design/flow/config.mk WORK_HOME=/design/flow/orfs finish
```
**flow/config.mk**
```make
export PLATFORM = sky130hd
export DESIGN_NAME = lab4
export DESIGN_NICKNAME = lab4
export VERILOG_FILES = /design/flow/design.v
export SDC_FILE = /design/flow/constraint.sdc
export NUM_CORES = 4
export LEC_CHECK = 1
export CORE_UTILIZATION = 50
```
**flow/constraint.sdc**
```tcl
current_design lab4

set clk_period 2.1
set clk_io_pct 0.2

create_clock -name clk0 -period $clk_period [get_ports {clk}]

set non_clock_inputs [all_inputs -no_clocks]
set_input_delay [expr $clk_period * $clk_io_pct] -clock clk0 $non_clock_inputs
set_output_delay [expr $clk_period * $clk_io_pct] -clock clk0 [all_outputs]
```
**flow/design.v**
```verilog
`timescale 1ns / 1ps
module debouncing_3(input clk, input b_in, output reg b_out);
    reg [31:0] count;
    always@(posedge clk) begin
        if(!b_in)begin
            b_out <= 1'b0;
            count = 0;
        end
        else begin
            if(count < 32'd700000)begin
                count = count + 1;
                b_out = 0;
            end
            else begin
                b_out = 1;
            end
        end
    end
endmodule
module lab4(
  input  clk,             
  input  reset_n,         
  input  [3:0] usr_btn,   
  output [3:0] usr_led    
);
wire [3:0] usr_btn_o;
wire reset_o;
debouncing_3 d1 (clk, usr_btn[0], usr_btn_o[0]);
debouncing_3 d2 (clk, usr_btn[1], usr_btn_o[1]);
debouncing_3 d3 (clk, usr_btn[2], usr_btn_o[2]);
debouncing_3 d4 (clk, usr_btn[3], usr_btn_o[3]);
debouncing_3 d5 (clk, reset_n,  reset_o);
reg [3:0] counter;  
reg [3:0] brightness;   
reg out_bri;  
integer count;  
reg [3:0] btn_n;
reg [3:0] btn_old;
reg bbtn_old;
reg bbtn_r;
wire button;
assign button = | usr_btn_o;
always@(posedge clk, negedge reset_o)begin
if(!reset_o)begin
    counter <= 4'b0000;
    brightness <= 3'b010;
    btn_old <= 1'b0;
end
else begin
    if(bbtn_old != button && button == 1'b1)
        bbtn_r <= 1'b1;
    else
        bbtn_r <= 1'b0;
    bbtn_old <= button;
    if(bbtn_r)begin
    if(usr_btn_o[0])begin
        if(counter == 4'b1000)
            counter <= 4'b1000;
        else
            counter <= counter - 4'd1;
    end
    if(usr_btn_o[1])begin
        if(counter == 4'b0111)
            counter <= 4'b0111;
        else    
            counter <= counter + 4'd1;
    end
    if(usr_btn_o[2])begin
        if(brightness == 3'b000)
            brightness <= 3'b000;
        else 
            brightness <= brightness - 3'd1;
    end
    if(usr_btn_o[3])begin
         if(brightness == 3'b100)
            brightness <= 3'b100;
        else
            brightness <= brightness + 3'd1;
    end
    end
    if(count == 0)
            count <= 1000000;
    if(brightness == 3'b000)begin
        if(count > 50000)
            out_bri <= 1'b0;
         else
            out_bri <= 1'b1;
    end
    else if(brightness == 3'b001)begin
        if(count > 250000)
            out_bri <= 1'b0;
        else
            out_bri <= 1'b1;
    end
    else if(brightness == 3'b010)begin
        if(count > 500000)
            out_bri <= 1'b0;
        else
            out_bri <= 1'b1;
    end
    else if(brightness == 3'b011)begin
        if(count > 750000)
            out_bri <= 1'b0;
        else
            out_bri <= 1'b1;
    end
    else if(brightness == 3'b100)begin 
        out_bri<= 1'b1;
    end
    count = count - 1;
end
end
assign usr_led = counter & {4{out_bri}};
endmodule
```
==> summary.txt <==
outcome -> complete, but fails checks
failing checks -> negative setup slack
critical path, cell by cell -> or4_4 > nor3b_4 > nand4_2 > nor3_4 > buf_6 > nand3b_1 > xnor2_1
Max Clock Skew -> 0.00623 ns
initial antenna violation count -> 0
PD cells -> 750 nW/um^2
CP Capture Type -> flip-flop
gr ovfl total -> 0
CTS sink count -> 208
switch share -> 20.2%
Mapped Area -> 9300 sq um
FP Util -> 51.4%
Gate Area -> 4650 sq um
Comb power frac -> 1.6%
Switch Pwr -> 1.65 mW
Overall Power -> 8.18 mW
Slew Viols, Final -> 0
core footprint -> 18100 sq um
Die ar. -> 19200 sq um
Total Routed Length -> 16100 um
Reg clk slew, reported paths -> 0.06 ns
largest area contributor in the netlist -> dfxtp_1
Critical Path Fanout Max -> 6
actual slew at the worst max-slew pin -> 0.571 ns
slowest stage delay, CP -> 0.57 ns
post-layout period usage of the worst path -> 104%
TritonCTS clock tree -> done
Post-synth seq share -> 49.0%
Mapped Avg Cell Area -> 9.91 sq um
minimum clock period -> 2.18 ns
P&R area growth vs syn -> 17.3%
worst hold margin -> 0.221 ns
ys async rst share -> 3.85%
sequential cell area -> 4560 sq um
unrepaired setup endpoints after global routing -> yes
vias in the first global route -> 6246
post-route ant nets -> 0
cell count after synthesis -> 939
die width -> 138 um
vias per inst -> 5.34
yosys warning tally -> 2
Setup Viol. Count Final -> 13
crit path kind -> flip-flop to flip-flop
Worst Setup Start Kind -> flip-flop
Seq pwr share -> 50.1%
TritonRoute pass-1 iters -> 22
Top cells by area -> dfxtp_1 (36%), edfxtp_1 (11%), and2_1 (9.0%), xnor2_1 (6.9%), xor2_1 (3.0%)
CP Buf/Inv Count -> 1
most frequent cells in the layout -> dfxtp_1 (161), and2_1 (134), xnor2_1 (73)
fillcell total -> 1399
Post-DP HPWL -> 10400 um
fraction of layout cells with a size suffix above 1 -> 13.9%
register bit total from synthesis -> 208
crit path DAT -> 2.44 ns
DR iter-0 viols -> 278
routability cong. -> 0.822
routed len/inst -> 12.9 um
clk latency late pin -> 0.50 ns
gr usage total -> 18.2%
fin worst setup slack -> -0.0776 ns
number of enable flip-flop cells -> 35
Post-CTS Hold Fix Bufs -> 0
largest net degree at the start of global routing -> 34
Internal Pwr Total -> 6.53 mW
CTS root buf -> clkbuf_16
Chip Area, Yosys -> 9300 sq um
IO Pins -> 10
ys flop type -> dfxtp_1
first-pass GRT wire length -> 28700 um
CP max stage cell -> or4_4
number of cells in Yosys stat -> 939
via count -> 6662
buffers from clock root to sink, at most -> 3
Max VDD drop -> 584 uV
IO buf count -> 9
row cnt -> 49
Remaining DRCs -> 0
Area leader share -> 35.5%
library cells used by synthesis -> 71
die height -> 138 um
most frequent logic cell in the layout -> dfxtp_1
clock network fraction of total power -> 48.4%
Final Hold Fails -> 0
LEAKAGE -> 4.11 nW
H-Tree Level Count -> 1
WP data required -> 2.36 ns
Tool Warnings -> 33
ANT cells -> 0
maximum clock rate -> 459 MHz
CTS Buf Count -> 23
worst hold path type -> flip-flop to asynchronous set/reset pin
worst rel slew slack -> 62.0%
Max-Cap Viols -> 0
cell family with most CP delay -> simple AND/OR/NAND/NOR gates
[cell usage after synthesis (all sizes together) (5+ instances only)]
cell	number
mux2i	8
nand2b	9
o31ai	7
and2	135
a21oi	28
o211ai	5
ha	13
nor2b	16
or3	7
dfrtp	7
xnor2	73
buf	5
nand3b	5
dfxtp	165
and4	6
inv	18
nand2	56
a31oi	6
o21ai	15
nor4	26
and3	22
nand4	42
nor2	46
clkbuf	29
a211oi	11
edfxtp	35
or4	7
nor3	14
nand3	46
xor2	32
[power by group through the flow]
| stage | registers [mW] | logic, mW | clock network, mW |
|---|---|---|---|
| CTS | 4.10 | 0.132 | 4.08 |
| global route | 4.10 | 0.150 | 4.25 |
| finish | 4.10 | 0.130 | 3.96 |
[registers in the layout (all words and copies together), names as in the netlist, 4 cells and up]
signal and flops:
count 32, d1.count 32, d2.count 32, d3.count 32
d4.count 32, d5.count 32, brightness 4, counter 4
[routing by layer]
metal,routed length (um),vias up,GRT usage [%]
met5,0,-,0
met4,295,0,3.19
met1,8370,3105,29.9
li1,-,3446,-
met3,569,26,2.82
met2,6850,85,26.9
[final cells by class]
| cell class | instances | share of cell area [%] |
|---|---|---|
| clock buffer | 31 | 5.92 |
| timing repair buffer | 72 | 5.32 |
| multi-input combinational | 679 | 42.6 |
| tap | 229 | 2.63 |
| sequential | 208 | 41.8 |
| inverter | 18 | 0.619 |
| clock inverter | 11 | 1.08 |
[path summary, 6_finish.rpt]
| path | startpoint | slack (ns) | cells past startpoint | end |
|---|---|---|---|---|
| max | count[10]$_DFFE_PP_ | -0.08 | 7 | count[30]$_DFFE_PP_ |
| min | d5.b_out$_SDFF_PN0_ | 0.22 | 0 | brightness[0]$_DFFE_PN0P_ |
| max reg2reg | count[10]$_DFFE_PP_ | -0.08 | 7 | count[30]$_DFFE_PP_ |
| min reg2reg | d5.b_out$_SDFF_PN0_ | 0.22 | 0 | brightness[0]$_DFFE_PN0P_ |
| max in group asynchronous | d5.b_out$_SDFF_PN0_ | 1.49 | 0 | counter[2]$_DFFE_PN0P_ |
| min in group clk0 | d4.count[25]$_SDFFE_PN0N_ | 0.46 | 1 | d4.count[25]$_SDFFE_PN0N_ |
[stage by stage]
stage	setup TNS [ns]	utilization [%]	setup WS (ns)	std cells	instance area [sq um]
final	-0.428	60.3	-0.0776	1248	10900
after global routing	-1.99	60.3	-0.178	1248	10900
after CTS	-0.615	59.6	-0.0983	1245	10800
after detailed placement	-1.50	55.1	-0.171	1199	9970
after global placement	-0.854	55.1	-0.111	1199	9970
after floorplan	-0.317	-	-0.0721	939	9300
[cell families (layout without fill, tap and decap cells)]
family | after synthesis | after routing | synth area share (%)
AND-OR/OR-AND | 103 | 103 | 8.08
buffers and inverters | 52 | 132 | 2.29
multiplexers | 9 | 9 | 0.982
flip-flops | 208 | 208 | 49.0
XOR/XNOR | 105 | 105 | 9.89
adder cells (fa/ha/maj) | 13 | 13 | 1.75
AND/OR/NAND/NOR | 449 | 449 | 28.0
[timing repair]
item                                    CTS  global route
gates resized                             4            24
gates cloned                              0             1
endpoints found under the setup margin   14            37
setup buffers                             4             2
pin swaps                                 6            15
Power figures rest on the tool's default switching activity, not on a simulated workload.
